==> design.v <==
`timescale 1ns / 1ps
module fulladder(s,c1,a,b,c0);
		input a,b,c0;
		output s,c1;
		wire x,y,z;
		halfadder ha1(x,y,a,b);
		xor u2(s,x,c0);
		and u3(z,x,c0);
		or u4 (c1,y,z);
endmodule
`timescale 1ns / 1ps
module halfadder(s,c,a,b);
	input a,b;
	output s,c;
	xor x(s,a,b);
	and y(c,a,b);
endmodule
`timescale 1ns / 1ps
module fourbit_with_delay(
        output [3:0] Sum,
    output Cout,
    input [3:0] A,B,
    input Cin
	 );
wire c1,c2,c3;
 fulladder FA1(Sum[0],c1,A[0],B[0],Cin),
    FA2(Sum[1],c2,A[1],B[1],c1),
    FA3(Sum[2],c3,A[2],B[2],c2),
    FA4(Sum[3],Cout,A[3],B[3],c3);
endmodule
==> run.sh <==
#!/bin/bash
# OpenROAD 26Q1-2900-gdf79404cd8, Yosys 0.63+post, stock flow scripts
make -C /OpenROAD-flow-scripts/flow DESIGN_CONFIG=/design/flow/config.mk WORK_HOME=/design/flow/orfs finish
==> config.mk <==
export PLATFORM = sky130hd
export DESIGN_NAME = fourbit_with_delay
export DESIGN_NICKNAME = fourbit_with_delay
export VERILOG_FILES = /design/flow/design.v
export SDC_FILE = /design/flow/constraint.sdc
export NUM_CORES = 4
export LEC_CHECK = 1
export CORE_AREA = 10 10 70 70
export DIE_AREA = 0 0 80 80
==> constraint.sdc <==
current_design fourbit_with_delay

set clk_period 5.0
set clk_io_pct 0.2

create_clock -name clk0 -period $clk_period

set non_clock_inputs [all_inputs -no_clocks]
set_input_delay [expr $clk_period * $clk_io_pct] -clock clk0 $non_clock_inputs
set_output_delay [expr $clk_period * $clk_io_pct] -clock clk0 [all_outputs]
==> impl_metrics.yaml <==
# synthesis and place-and-route metrics
placed_design:
  place_congestion: 0.789
  port_buffers: 14
  placed_cells: 74
  postPlaceCellArea_um2: 315
  dp_hpwl_um: 415
  place_ws_ns: 0.512
global_routing:
  grt_max_degree: 2
  grt_use_total_pct: 1.18
  grt_pass1_vias: 119
  antenna_found_initial: 0
  overflow: 0
  grt_first_pass_wirelength_um: 586
logic_synthesis:
  avgSynthCellArea_um2: 8.20
  synth_cell_types: 3
  yosysWarnings: 0
  yosysTopAreaCellShare_pct: 54.2
  ys_cells: 18
  yosys-stat-area_um2: 148
  ys_seq_share_pct: 0
  synthTopCellsByArea: "fa_1 (54%), inv_1 (25%), buf_4 (20%)"
  synth_area_um2: 148
  synthCells: 18
  yosysTopAreaCell: "fa_1"
detailed_routing:
  routed-via-count: 120
  wl_per_cell_um: 5.54
  first_iter_violations: 0
  antenna_cells: 0
  route.detailed.drc: 0
  wl_um: 410
  vias_per_cell: 1.62
  ant_nets: 0
  dr.pass1.iters: 1
sta:
  setup_tns_ns: 0
  hold_viol: 0
  period_used_pct: 89.2
  worst_slew_pin_slew_ns: 0.120
  relSlewSlack_pct: 91.9
  finalSetupViolCount: 0
  fin_crit_ns: 4.46
  max_freq_mhz: 224
  slew_violations: 0
  rsz0062_at_grt: "no"
  setup_slack_ns: 0.539
  whs_ns: 3.04
power:
  leakage_nw: 0.137
  p_per_area_nw_per_um2: 90.5
  ir_worst_vdd_mv: 0.0261
worst_hold_path:
  hp-class: "primary input to primary output"
  min_to: "Sum[0]"
  hold_depth: 5
  min_from: "Cin"
worst_setup_path:
  startpoint_type: "primary input"
  max_stage_delay_ns: 0.47
  crit_path_top_delay_cell: "clkdlybuf4s50_1"
  cp.arrival_ns: 3.46
  crit_path_max_fanout: 1
  path_cells: "clkdlybuf4s50_1 -> inv_1 -> fa_1 -> inv_1 -> fa_1 -> fa_1 -> inv_1 -> fa_1 -> inv_1 -> clkdlybuf4s50_1"
  cp.required_ns: 4.00
  path_delay_family: "adder cells"
  crit_buf_inv: 6
  crit_path_end_kind: "primary output"
  crit_type: "primary input to primary output"
flow_run:
  drv_cap: 0
  tool_warnings: 32
final_layout:
  layout-drive-gt1-share_pct: 0
  flop_area_um2: 0
  clkbuf_count: 0
  flops: 0
  final_cells: 74
  stdcell_area_um2: 315
  syn_to_final_growth_pct: 114
clock_tree:
  ctsResizeCount: 0
  post_cts_buffers: 0
  cts-hold-fix-buffers: 0
floorplanning:
  fp.dieW_um: 80
  fp.dieArea_um2: 6400
  fp_util_pct: 4.32
  core-area_um2: 3420
  rows: 21
  fp.dieH_um: 80
  ios: 14
outcome:
  outcome: "completed"
## synth_stat cells (all sizes together)
library cell / count
inv: 10
fa: 4
buf: 4
## logic make-up after synthesis
logic type | Yosys count | share of synthesized area (%)
buffers and inverters | 14 | 45.8
adders and majority gates | 4 | 54.2
## worst max path at each step
stage	startpoint	end	slack, ns	cells past startpoint
CTS	B[0]	Sum[3]	0.51	10
global route	B[0]	Sum[3]	0.33	10
finish	B[0]	Sum[3]	0.54	10
## power by group
group | leakage, nW | total, mW | switching, mW | internal [mW]
logic | 0.137 | 0.0285 | 0.00819 | 0.0203
registers | 0 | 0 | 0 | 0
clock network | 0 | 0 | 0 | 0
total | 0.137 | 0.0285 | 0.00819 | 0.0203
## per-stage QoR
| step | total power [mW] | util (%) |
|---|---|---|
| 3_5_place_dp | 0.0291 | 9.23 |
| 6_report | 0.0285 | 9.23 |
| 5_1_grt | 0.0329 | 9.23 |
| 2_1_floorplan | 0.0137 | - |
| 3_3_place_gp | 0.0289 | 9.23 |
| 4_1_cts | 0.0292 | 9.23 |
## layer usage
metal	share of wire, %	track usage (%)	vias up
li1	-	-	60
met1	52	1.81	46
met2	19	1.28	14
met3	28	0.909	0
met4	0	0	0
met5	0	0	-
## final cells by class
type | count | area, um2
fillers | 408 | 3100
inverters | 10 | 37.5
multi-input cells | 4 | 80.1
well taps | 46 | 57.6
repair buffers | 14 | 140
## cell usage in the layout, fill, tap and decap left out, drive strengths merged
| master | n |
|---|---|
| clkdlybuf4s50 | 14 |
| fa | 4 |
| inv | 10 |
Power is estimated from default activity; no workload was simulated.
