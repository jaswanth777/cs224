$ cat run.sh
#!/bin/bash
# OpenROAD 26Q1-2900-gdf79404cd8, Yosys 0.63+post, stock flow scripts
make -C /OpenROAD-flow-scripts/flow DESIGN_CONFIG=/design/flow/config.mk WORK_HOME=/design/flow/orfs finish
$ cat config.mk
export PLATFORM = sky130hd
export DESIGN_NAME = eightbitupcounter
export DESIGN_NICKNAME = eightbitupcounter
export VERILOG_FILES = /design/flow/design.v
export SDC_FILE = /design/flow/constraint.sdc
export NUM_CORES = 4
export LEC_CHECK = 1
export CORE_AREA = 10 10 70 70
export DIE_AREA = 0 0 80 80
$ cat constraint.sdc
current_design eightbitupcounter

set clk_period 1.4
set clk_io_pct 0.2

create_clock -name clk0 -period $clk_period [get_ports {clk}]

set non_clock_inputs [all_inputs -no_clocks]
set_input_delay [expr $clk_period * $clk_io_pct] -clock clk0 $non_clock_inputs
set_output_delay [expr $clk_period * $clk_io_pct] -clock clk0 [all_outputs]
$ cat design.v
`timescale 1ns / 1ps
module eightbitupcounter(
    input [7:0] d,
	 input clk,
	 input load,clear,incr,
	 output  [7:0] q
    );
	 wire c;
	 wire c1;
	 wire c2;
	 assign c1=d[3:0]-14;
    upcounter2 a(d[3:0],clk,load,clear,incr,q[3:0],c);
	 upcounter2 b(d[7:4],clk,load,clear,c1,q[7:4],c2);
endmodule
`timescale 1ns / 1ps
module upcounter2(
    input [3:0] d,
	 input clk,
	 input load,clear,incr,
	 output reg [3:0] q,
	 output reg c
	 );
	 always @(posedge clk)
	 begin
	 if(clear)
	 begin
	 q[0]<=0;
	 q[1]<=0;
	 q[2]<=0;
	 q[3]<=0;
	 end
	 else 
	 begin
	  if(load)
	  begin
	  q[0]<=d[0];
	  q[1]<=d[1];
	  q[2]<=d[2];
	  q[3]<=d[3];
	  end
	  else
	  begin
	  if(incr)
	  begin
	  {c,q}<=q+1;
	  end
	  else
	  begin
	  c<=0;
	  end
	  end
	 end
    end
endmodule
==> flow_summary.yaml <==
# synthesis and place-and-route metrics
finish:
  syn2layout_area_growth_pct: 79.3
  fillerInstances: 380
  regArea_sq_um: 170
  drive_above_1_share_pct: 22.9
  lay_top_count: "clkdlybuf4s50_1"
  comb_area_sq_um: 225
  fin_util_pct: 21.6
  lay_top_cells: "clkdlybuf4s50_1, dfxtp_2, buf_4"
grt:
  grt_max_degree: 13
  grt_pass1_vias: 401
  grt_use_total_pct: 3.51
  antenna_found_initial: 0
  grt_pass1_wl_um: 1750
  globalRouteOverflowTotal: 0
placed_design:
  routabilityCongestion: 0.717
  portBuffers: 19
worst_setup_path:
  required_ns: 1.12
  reg2reg_slack_ns: 0.09
  endpoint_kind: "output pin"
  r2r_cells: 5
  rr_endpoint: "a.q[1]$_SDFFE_PP0P_"
  r2r-start: "a.q[0]$_SDFFE_PP0P_"
  arrival_ns: 1.07
  path_buffers: 1
  critPathMaxStageDelay_ns: 0.47
  crit_type: "reg -> out"
  cp_top_family: "buffers and inverters"
  slowest_stage: "clkdlybuf4s50_1"
  cp-start-kind: "register"
  crit_fanout: 4
  path_cells: "clkdlybuf4s50_1"
drt:
  drt-total-wl_um: 1170
  via_count: 391
  wl_per_cell_um: 10.1
  dr.pass1.iters: 2
  via_per_inst: 3.37
  drtIter0Drc: 15
  postRouteAntennaNets: 0
  drc: 0
  antenna_cells: 0
sta:
  period_minus_slack_ns: 1.35
  final-hold-violation-count: 0
  tns_ns: 0
  finClkSkew_ns: 0.0000661
  finalCritPeriodShare_pct: 96.4
  max_slew.worst_pin.slew_ns: 0.321
  drv_slew: 0
  timing.slew.headroom_pct: 78.5
  fmax_ghz: 0.741
  rsz0062_at_grt: "false"
  setup_violations: 0
worst_hold_path:
  hold_class: "reg -> reg"
  hp-start: "b.q[2]$_SDFFE_PP0P_"
  hold_end: "b.q[2]$_SDFFE_PP0P_"
  hold_path_depth: 2
floorplan:
  io_pins: 20
  fp-utilization_pct: 12.1
  die_w_um: 80
  coreArea_sq_mm: 0.00342
  die_area_sq_mm: 0.00640
  row_count: 21
  die_h_um: 80
clock_tree:
  cts_buffers: 3
  cts_htree_levels: 1
  clock_path_buffers: 2
  clk_pin_slew_ns: 0.05
  cts.sinks: 8
  cts_tree: "done"
  cts_root_buf: "clkbuf_4"
  cts_hold_buffers: 0
  clock_latency_ns: 0.25
logic_synthesis:
  synth_cells: 44
  syn-cell-area_sq_um: 412
  ys_cells: 44
  synth_seq_share_pct: 38.9
  ys_seq_elements: 8
  syn_area_per_cell_sq_um: 9.36
  ys_chip_area_sq_um: 412
  ys_types: 15
  yosysWarnings: 1
pwr:
  ir_drop_mv: 0.411
  leakage_nw: 0.309
  power_density_mw_per_mm2: 803
flow_run:
  warning_count: 25
  cap_violations: 0
outcome:
  status: "completed"
flip-flops by register name, indices dropped and copies added, names as in the netlist:
name,cells
b.q,4
a.q,4
power by group:
part	total (mW)	internal [mW]	switching [mW]	leakage, nW
clock network	0.175	0.0980	0.0766	0.0138
logic	0.153	0.106	0.0463	0.226
registers	0.265	0.249	0.0161	0.0686
total	0.593	0.454	0.139	0.309
per-layer routing:
metal / vias to the layer above / part of all wire [%] / GRT usage, %
li1: 202 / - / -
met1: 174 / 49 / 4.63
met2: 15 / 39 / 4.49
met3: 0 / 12 / 2.95
met4: 0 / 0 / 0
met5: - / 0 / 0
cells in the mapped netlist, drive strengths merged:
cell,instances,share of area (%)
ha,2,6.1
buf,1,1.8
nand4,2,3.0
mux2i,4,9.7
nor2,4,3.6
o21a,4,7.3
xnor2,4,8.5
inv,4,3.6
xor2,2,4.3
clkbuf,1,0.91
nand2,2,1.8
a21oi,4,4.9
dfxtp,8,39
mux2,2,5.5
cell type report:
| cell class | instances | share of cell area [%] |
|---|---|---|
| tap | 46 | 7.80 |
| timing repair buffer | 25 | 33.6 |
| sequential | 8 | 23.1 |
| inverter | 4 | 2.03 |
| clock buffer | 3 | 3.05 |
| multi-input combinational | 30 | 30.5 |
repair_timing:
| action | in CTS | in global routing |
|---|---|---|
| resized | 3 | 4 |
| setup buffers | 0 | 3 |
| setup endpoints to repair | 3 | 5 |
| cloned | 0 | 0 |
kinds of logic (layout without fill, tap and decap cells):
logic type,after synthesis,after routing,share of synthesized area (%)
and+or+nand+nor,8,8,8.51
AOI/OAI and AO/OA,8,8,12.2
adders and majority gates,2,2,6.08
DFF,8,8,38.9
xor gates and xnor gates,6,6,12.8
buffers and inverters,6,32,6.38
muxes,6,6,15.2
worst min-delay path, delay by kind of cell, from the launching register on:
family | cells | cell delay, ns
DFF | 1 | 0.34
AOI/OAI and AO/OA | 1 | 0.10
xor gates and xnor gates | 1 | 0.12
metrics by stage:
step                      hold WS [ns]  setup WS, ns  cell area [sq um]  cells  total power [mW]
final                            0.580        0.0500                738    116             0.593
after floorplan                  0.427         0.254                412     44             0.319
after global routing             0.615       0.00292                738    116             0.625
after CTS                        0.590       0.00152                709    113             0.592
after detailed placement         0.576        -0.102                683    110             0.410
after global placement           0.568       -0.0666                683    110             0.408
how the worst max path moves through the flow:
| stage | from | end | slack [ns] | depth (start not counted) |
|---|---|---|---|---|
| 4_1_cts | a.q[2]$_SDFFE_PP0P_ | q[2] | 0.002 | 1 |
| 5_1_grt | a.q[2]$_SDFFE_PP0P_ | q[2] | 0.003 | 1 |
| 6_report | b.q[0]$_SDFFE_PP0P_ | q[4] | 0.05 | 1 |
Power is estimated from default activity; no workload was simulated.
