**./run.sh**
```bash
#!/bin/bash
# OpenROAD 26Q1-2900-gdf79404cd8, Yosys 0.63+post, stock flow scripts
make -C /OpenROAD-flow-scripts/flow DESIGN_CONFIG=/design/flow/config.mk WORK_HOME=/design/flow/orfs finish
```
**./config.mk**
```make
export PLATFORM = sky130hd
export DESIGN_NAME = four_bit_ripple_carry
export DESIGN_NICKNAME = four_bit_ripple_carry
export VERILOG_FILES = /design/flow/design.v
export SDC_FILE = /design/flow/constraint.sdc
export NUM_CORES = 4
export LEC_CHECK = 1
export CORE_AREA = 10 10 70 70
export DIE_AREA = 0 0 80 80
```
**./constraint.sdc**
```tcl
current_design four_bit_ripple_carry

set clk_period 5.0
set clk_io_pct 0.2

create_clock -name clk0 -period $clk_period

set non_clock_inputs [all_inputs -no_clocks]
set_input_delay [expr $clk_period * $clk_io_pct] -clock clk0 $non_clock_inputs
set_output_delay [expr $clk_period * $clk_io_pct] -clock clk0 [all_outputs]
```
**./design.v**
```verilog
`timescale 1ns / 1ps
module four_bit_ripple_carry(
        output [3:0] Sum,
    output Cout,
    input [3:0] A,B,
    input Cin
	 );
wire c1,c2,c3;
 fulladder FA1(Sum[0],c1,A[0],B[0],Cin),
    FA2(Sum[1],c2,A[1],B[1],c1),
    FA3(Sum[2],c3,A[2],B[2],c2),
    FA4(Sum[3],Cout,A[3],B[3],c3);
endmodule
`timescale 1ns / 1ps
module fulladder(s,c1,a,b,c0);
		input a,b,c0;
		output s,c1;
		wire x,y,z;
		halfadder ha1(x,y,a,b);
		xor u2(s,x,c0);
		and u3(z,x,c0);
		or u4 (c1,y,z);
endmodule
`timescale 1ns / 1ps
module halfadder(s,c,a,b);
	input a,b;
	output s,c;
	xor x(s,a,b);
	and y(c,a,b);
endmodule
```
==> run notes <==
run results: status=completed, setup TNS=0 ps, cell type with the largest total area=fa_1, worst slew pin tran=120.4 ps, CP Launch Type=primary input, # Cells Yosys=18, initial DRC count=0, post-CTS setup buffers=0, crit path max fanout=1, n_diodes=0, Area leader share=54.24%, Top-Level Pins=14, RD Place Congestion=0.7888, fin. max-slew vios=0, final setup fails=0, area reported by Yosys stat=147.6 sq um, Vias/cell=1.622, Reg area=0 sq um, largest net degree at the start of global routing=2, routed wire length=410 um, Buf+Inv Stages, Crit Path=6, post-DP HPWL=414.6 um, vias in the first global route=119, setup slack at placement=512.3 ps, Cells on Worst Hold Path=5, layout cells sized above 1=0%, slew margin rel.=between 90% and 100%, initial antenna violation count=0, CTS Hold Bufs=0, CLK BUF=0, Crit Path Class=in2out, CP peak stage delay=about 470 ps, vias=120, Combinational Area=80.08 sq um, Die W=80 um, Port Buffers=14, VDD IR max=0.00002608 V, CP required=4000 ps, initial core utilization=4.322%, final core utilization=9.231%, MaxCap Viol Count=0, Setup WS post-layout=538.7 ps, first-pass GRT wire length=a little under 600 um, count of flip-flops and latches=0, FMAX=between 0.2 and 0.25 GHz, Worst Setup End Kind=output pin, Top area cell types=fa_1 54%, inv_1 25%, buf_4 20%, placed cell count=74, CP Launch Point=B[0], Critical Path, Cell by Cell=clkdlybuf4s50_1 > inv_1 > fa_1 > inv_1 > fa_1 > fa_1 > inv_1 > fa_1 > inv_1 > clkdlybuf4s50_1, syn avg cell area=8.202 sq um, RSZ-0062 raised after global routing=false, Tool Warnings=32, # fillers=408, Final Cell Area=315.3 sq um, Pwr Density=90.50 nW/um^2, Slowest-stage cell, CP=clkdlybuf4s50_1, Post-CTS Resized=0, Hold WS=3043 ps, synthesized instance count=18, Endpoint, Worst Hold=Sum[0], crit-path leading delay family=adder cells, Chip Area=between 6000 and 7000 sq um, Hold Startpoint=Cin, area delta synth->final=113.6%, Synth Cell Area=approximately 150 sq um, worst min-delay path category=in2out, Power, Total=28.53 uW, Overflow after GRT=0, minimum clock period=4461 ps, drt pass-1 iters=1, arrival time worst endpoint=3460 ps, Wirelength per Cell=5.541 um, Seq/Total Area, Yosys=0%, residual DRC count=0, cell leakage power=0.1372 nW, final hold vios=0, Netlist cell types=3, Post-DP Area=315.3 sq um, row cnt=21, Yosys Warn Count=0, antenna-violating nets left=0, fin crit share=a little under 90%, Core Area=3416 sq um, Die Ht=80 um, post-route insts no fill=74, aggregate global-route resource usage=1.184%
-- report_power, final --
part           total [mW]  switching (mW)  internal (mW)
Combinational      0.0285         0.00819         0.0203
Sequential              0               0              0
Clock                   0               0              0
-- worst max-delay path by stage --
| stage | slack, ps | cells past startpoint | end |
|---|---|---|---|
| finish | 540 | 10 | Sum[3] |
| CTS | 510 | 10 | Sum[3] |
| global route | 330 | 10 | Sum[3] |
-- layout make-up --
cell class,count,share of cell area [%]
Tap cell,46,18.25
Timing Repair Buffer,14,44.44
Inverter,10,11.90
Multi-Input combinational cell,4,25.40
-- cell families after synthesis --
family,count (synthesis),synth area share [%]
fa+ha+maj,4,54.24
buf+inv,14,45.77
-- layer usage --
metal,vias to the layer above,GRT usage [%],share of wire [%]
met4,0,0,0
li1,60,-,-
met2,14,1.284,19
met3,0,0.9091,28
met1,46,1.808,52
met5,-,0,0
-- cell usage after synthesis --
| cell | instances |
|---|---|
| buf_4 | 4 |
| inv_1 | 10 |
| fa_1 | 4 |
-- cell usage in the layout (no fill, tap or decap) --
master,Yosys,layout
clkdlybuf4s50_1,0,14
inv_1,10,10
fa_1,4,4
Power figures rest on the tool's default switching activity, not on a simulated workload.
